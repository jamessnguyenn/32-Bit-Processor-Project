==> flow/design.v <==
`timescale 1ns/10ps
module REGISTER_FILE_32x32(DATA_R1, DATA_R2, ADDR_R1, ADDR_R2, 
                            DATA_W, ADDR_W, READ, WRITE, CLK, RST);
input READ, WRITE, CLK, RST;
input [(32 -1):0] DATA_W;
input [4:0] ADDR_R1, ADDR_R2, ADDR_W;
output [(32 -1):0] DATA_R1;
output [(32 -1):0] DATA_R2;
reg [(32 -1):0] reg_32x32m [0:(32 -1)];  
integer i;  
reg [(32 -1):0] data_return1;
reg [(32 -1):0] data_return2;
assign DATA_R1 = ((READ===1'b1)&&(WRITE===1'b0))?data_return1:{32{1'bz} };
assign DATA_R2 = ((READ===1'b1)&&(WRITE===1'b0))?data_return2:{32{1'bz} };
initial
begin
for(i=0;i<=(32 -1); i = i +1)
    reg_32x32m[i] = { 32{1'b0} };
end
always @ (negedge RST or posedge CLK)
begin
if (RST === 1'b0)
begin
for(i=0;i<=(32 -1); i = i +1)
    reg_32x32m[i] = { 32{1'b0} };
end
else
begin
    if ((READ===1'b1)&&(WRITE===1'b0))  
	data_return1 =  reg_32x32m[ADDR_R1];
	data_return2 =  reg_32x32m[ADDR_R2];
    if ((READ===1'b0)&&(WRITE===1'b1)) 
	reg_32x32m[ADDR_W] = DATA_W;
end
end
endmodule
==> flow/run.sh <==
#!/bin/bash
# OpenROAD 26Q1-2900-gdf79404cd8, Yosys 0.63+post, stock flow scripts
make -C /OpenROAD-flow-scripts/flow DESIGN_CONFIG=/design/flow/config.mk WORK_HOME=/design/flow/orfs finish
==> flow/config.mk <==
export PLATFORM = sky130hd
export DESIGN_NAME = REGISTER_FILE_32x32
export DESIGN_NICKNAME = REGISTER_FILE_32x32
export VERILOG_FILES = /design/flow/design.v
export SDC_FILE = /design/flow/constraint.sdc
export NUM_CORES = 4
export LEC_CHECK = 1
export CORE_UTILIZATION = 50
==> flow/constraint.sdc <==
current_design REGISTER_FILE_32x32

set clk_period 2.3
set clk_io_pct 0.2

create_clock -name clk0 -period $clk_period [get_ports {CLK}]

set non_clock_inputs [all_inputs -no_clocks]
set_input_delay [expr $clk_period * $clk_io_pct] -clock clk0 $non_clock_inputs
set_output_delay [expr $clk_period * $clk_io_pct] -clock clk0 [all_outputs]
==> Slide: Implementation Results <==
Key Metrics from the Run

Placed design
  • Placed cell area: between 60000 and 70000 um2
  • Port buffer count: approximately 110
  • Setup slack after placement: -0.957 ns
  • Placed insts: between 6000 and 7000
  • DP Wirelength: roughly 190000 um
  • Final GP Congestion: ~1.1

Yosys
  • Synth cell types: between 50 and 60
  • Mapped cell area: 52700 um2
  • Chip Area, Yosys: 52700 um2
  • Register area share after synthesis: 52.2%
  • Ys Warns: 4
  • EDFF count, synth: 64
  • Post-synth ARST share: 94.1%
  • Registers, synthesis: approximately 1100
  • Syn_area_per_cell: about 12 um2
  • Ys cells: around 4400
  • Gate Count Post-Synth: about 4400
  • Top FF cell, synth: dfrtp_1

Setup path
  • CP Capture Point: DATA_R2[15]
  • Setup CP Type: reg2out
  • R2R depth: 5
  • CP endpoint kind: output pin
  • CP bufs+invs: 1
  • Crit path depth: 1
  • Origin of the critical flop-to-flop path: reg_32x32m[20][27]
  • End of the worst register-to-register path: data_return1[27]
  • WP data required: 1.84 ns
  • CP max FO: 1
  • Slowest-stage cell, CP: edfxtp_1
  • Slowest stage delay, CP: about 0.53 ns
  • Startpoint types: register
  • R2r setup slk: approximately 0.20 ns
  • Crit path max-delay family: flip-flops
  • CP Cell Sequence: clkdlybuf4s50_1
  • Arrival @ worst endpoint: about 1.8 ns
  • CP startpoint: data_return2[15]

Route
  • DR iter-0 viols: between 5000 and 6000
  • Met1 WL: between 90000 and 100000 um
  • Drt pass-1 iters: 12
  • Avg Vias per Cell: ~7.3
  • ANT nets after route: 0
  • DRC: 0
  • Met2 wire length: roughly 110000 um
  • Met3 routed WL: around 50000 um
  • Detailed Route WL: between 200000 and 300000 um
  • WL/cell: around 43 um
  • Vias: between 40000 and 50000
  • Highest routed layer: met5

CTS
  • Latency at later pin: roughly 0.75 ns
  • Clk buf depth: 3
  • CTS tree: yes
  • Clock Sinks: ~1100
  • Clock transition at the registers of the reported paths: about 0.070 ns
  • TritonCTS buffer count: 116
  • Number of H-tree levels: 3
  • Root Buffer Master: clkbuf_16

Floorplan
  • Die W: around 330 um
  • Num rows: 118
  • DIE HEIGHT: roughly 330 um
  • Chip area: between 100000 and 150000 um2
  • Floorplan utilization: roughly 50%
  • Core area: about 100000 um2
  • Top-Level Pins: between 100 and 150

Power and ir drop
  • Clock share of power: between 40 and 50%
  • Switch share: ~27%
  • Combinational share of power: 11.3%
  • P_int: around 37 mW
  • Final Total Pwr: approximately 51 mW
  • Leak: 30.9 nW
  • Part of the power in registers: around 48%
  • Cell area power density: roughly 760 nW/um2
  • Peak VDD IR: about 0.87 mV
  • Net Switching: 13.9 mW

GRT
  • Total grt overflow: 0
  • GRT Total Usage: ~56%
  • Antenna violations before repair: 17
  • Largest net degree at the start of global routing: 107
  • Vias in the first global route: between 40000 and 50000
  • First-pass GRT wire length: between 300000 and 400000 um

Finish
  • Area growth from synthesis to layout: 28.3%
  • Filler cells: about 7800
  • Share of cells above drive strength 1: between 40% and 50%
  • Layout Utilization: approximately two thirds
  • Finished Layout Cells: approximately 6500
  • Design area: 67700 um2
  • Top Layout Cells: 1024 x mux2_2, 1024 x dfrtp_1, 847 x a22oi_1

Final timing
  • Worst hold slack: 0.192 ns
  • Final number of setup-violating endpoints: 0
  • Slew HR: 24.2%
  • Max Clk Rate: around 440 MHz
  • Post-layout min period: 2.27 ns
  • Fin. Hold Viols: 0
  • Tcrit/Tclk final: roughly 99%
  • Setup TNS: 0 ns
  • Setup skew after layout: 0.0256 ns
  • Worst setup margin: between 0.03 and 0.04 ns
  • Slew Limit Fails: 0
  • Slew @ Worst Pin: roughly 1.1 ns

Run status
  • Status: completed

Flow run
  • Max cap viols: 0
  • Tool Warnings: 30

Worst hold path
  • Worst min path class: in2async
layer usage:
metal / up-vias / GRT usage (%)
li1: 18200 / -
met1: 23400 / 71.3
met2: 4552 / 70.8
met3: 1528 / 37.1
met4: 33 / 34.9
met5: - / 2.66
power by group through the flow:
stage	Sequential [mW]	Clock (mW)	Combinational, mW
finish	24.4	21.1	5.80
global route	24.6	21.9	6.11
CTS	24.2	21.2	5.63
state kept, by name (all words and copies together) (netlist names):
register	cells
data_return1	32
reg_32x32m	1024
data_return2	32
worst min path at each step:
stage / to / startpoint / depth (start not counted)
after CTS: reg_32x32m[22][14] / RST / 2
after global routing: reg_32x32m[22][14] / RST / 2
final: reg_32x32m[22][14] / RST / 2
synth_stat cells, types with 3 or more instances:
master / count / area (um2)
clkbuf_1: 202 / 758
buf_1: 55 / 206
a41oi_1: 3 / 26.3
nand3b_1: 11 / 82.6
a211oi_1: 3 / 22.5
or2_2: 4 / 25.0
a32oi_1: 13 / 114
mux2_2: 1024 / 11500
a2111oi_0: 9 / 78.8
or3_1: 10 / 62.6
mux2i_1: 10 / 100
or4_1: 3 / 22.5
buf_2: 137 / 686
a22o_1: 20 / 175
nand2b_1: 8 / 50.1
a222oi_1: 17 / 170
nor2_2: 9 / 56.3
nand3_1: 54 / 270
inv_1: 5 / 18.8
nor2_1: 160 / 601
o22a_1: 4 / 35.0
nor3b_1: 4 / 30.0
or3b_1: 5 / 43.8
a22oi_1: 853 / 6400
nor2b_1: 13 / 81.3
nor3_1: 60 / 300
and4_1: 5 / 43.8
dfrtp_1: 1024 / 25600
a21oi_1: 87 / 435
buf_4: 22 / 165
and2_1: 6 / 37.5
o32a_1: 6 / 60.1
nor4_1: 37 / 231
edfxtp_1: 64 / 1920
a221oi_1: 21 / 184
o21ai_0: 13 / 65.1
nand2_1: 251 / 942
mux2_1: 7 / 78.8
a31oi_1: 13 / 81.3
and3_1: 19 / 119
nand4_1: 99 / 619
timing repair:
item                                    in CTS  in global routing
endpoints found under the setup margin      32                 38
resized                                     10                 37
endpoints found under the hold margin      160                  0
gates cloned                                 0                  3
pin swaps                                    3                 14
setup buffers                                7                  8
hold buffers                                 1                  0
final cells by class:
cell class | count | area [um2] | share of cell area (%)
antenna | 14 | 35.0 | 0.0518
clock buffer | 158 | 3340 | 4.94
clock inverter | 64 | 963 | 1.42
inverter | 6 | 22.5 | 0.0333
multi-input combinational | 2883 | 24100 | 35.6
sequential | 1088 | 27500 | 40.7
tap | 1380 | 1730 | 2.55
timing repair buffer | 918 | 9980 | 14.8
logic make-up (layout without fill, tap and decap cells):
logic type,after synthesis,after routing,synth area share (%)
muxes,1041,1041,22.2
and+or+nand+nor,766,769,7.01
DFF,1088,1088,52.2
other,0,14,0
AOI/OAI and AO/OA,1073,1073,15.1
buffers and inverters,423,1146,3.51
No activity file was given, so power comes from the tool's default toggle rates.
