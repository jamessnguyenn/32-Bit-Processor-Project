==> ./design.v <==
`timescale 1ns/10ps
module ALU(OUT, ZERO, OP1, OP2, OPRN);
input [(32 -1):0] OP1;  
input [(32 -1):0] OP2;  
input [(6 -1):0] OPRN;  
output [(32 -1):0] OUT;  
output ZERO;
reg [(32 -1):0] OUT;
reg ZERO;
always @(OP1 or OP2 or OPRN)
begin
	case(OPRN)
		6'h20: OUT = OP1 +OP2;
		6'h22: OUT = OP1 - OP2;
		6'h2c: OUT = OP1*OP2;
		6'h02: OUT = OP1 >> OP2;
		6'h01: OUT = OP1 << OP2;
		6'h24: OUT = OP1 & OP2;
		6'h25: OUT = OP1 | OP2;
		6'h27: OUT = ~(OP1 | OP2);
		6'h2a: OUT = OP1 < OP2;
		default: OUT = 32'hxxxxxxxx;
	endcase
end
always @(OUT)
begin 
	if (OUT == 0) 
		ZERO = 1;
	else 
		ZERO = 0;
end
endmodule
==> ./run.sh <==
#!/bin/bash
# OpenROAD 26Q1-2900-gdf79404cd8, Yosys 0.63+post, stock flow scripts
make -C /OpenROAD-flow-scripts/flow DESIGN_CONFIG=/design/flow/config.mk WORK_HOME=/design/flow/orfs finish
==> ./config.mk <==
export PLATFORM = sky130hd
export DESIGN_NAME = ALU
export DESIGN_NICKNAME = ALU
export VERILOG_FILES = /design/flow/design.v
export SDC_FILE = /design/flow/constraint.sdc
export NUM_CORES = 4
export LEC_CHECK = 1
export CORE_UTILIZATION = 50
==> ./constraint.sdc <==
current_design ALU

set clk_period 19.2
set clk_io_pct 0.2

create_clock -name clk0 -period $clk_period

set non_clock_inputs [all_inputs -no_clocks]
set_input_delay [expr $clk_period * $clk_io_pct] -clock clk0 $non_clock_inputs
set_output_delay [expr $clk_period * $clk_io_pct] -clock clk0 [all_outputs]
==> results_dict.tcl <==
# flow metrics
set metrics [dict create \
    fillers 4384 \
    firstDrtPassIters 19 \
    logic_family "adder cells" \
    die-width_um 221 \
    routed_wl_mm 101 \
    cp_common_cell "fa_1" \
    area_growth_pct 6.87 \
    rsz0062_at_grt "false" \
    maxCapViolCount 0 \
    ys_sh_simple_pct 17.4 \
    grt_pass1_vias 23200 \
    yosys_warnings 1 \
    seqCellArea_um2 0 \
    slowest_delay_ns 0.90 \
    final.min_clock_period_ns 17.83 \
    xor_share_pct 3.48 \
    final.setup.tns_ns 0 \
    io_buffers 103 \
    drtAntennaViolNets 0 \
    slowest_stage "clkdlybuf4s50_1" \
    drive_gt1_share_pct 6.40 \
    grt_pass1_wl_mm 150 \
    initial_core_util_pct 51.1 \
    critPathArrivalTime_ns 13.99 \
    ys_cells 3042 \
    ios 103 \
    fmax_mhz 56.1 \
    p_leak_nw 12.1 \
    synthCells 3042 \
    clkbuf_count 0 \
    endpoint_kind "primary output" \
    post-route-util_pct 54.6 \
    fin_crit_sh_pct 92.9 \
    synth_area_um2 23900 \
    swShare_pct 61.0 \
    min_path_type "primary input to primary output" \
    hold_violations 0 \
    antenna_found_initial 2 \
    power.density_nw_per_um2 298 \
    internal_power_w 0.00297 \
    flops 0 \
    status "complete, no violations" \
    relSlewSlack_pct 33.5 \
    grt_use_total_pct 45.3 \
    fp.dieH_um 221 \
    design.core.area_um2 46900 \
    postSynthSeqShare_pct 0 \
    timing.final.max_slew_violations 0 \
    drt-initial-drc-count 2104 \
    aoi_share_pct 14.7 \
    setup_violations 0 \
    mux_share_pct 7.84 \
    crit_fanout 12 \
    grt_max_degree 76 \
    worst_slew_pin_slew_ns 0.994 \
    grt_overflow 0 \
    viasPerCell 6.32 \
    p_sw_w 0.00464 \
    fp-row-count 79 \
    cts_hold_buf 0 \
    ys_chip_area_um2 23900 \
    warning_count 96 \
    die_area_um2 48700 \
    avgSynthCellArea_um2 7.86 \
    adder_share_pct 45.8 \
    drcViolationCount 0 \
    cts_resized 0 \
    start_kind "primary input" \
    required_ns 15.36 \
    irDropWorstVdd_mv 0.658 \
    gp_congestion 1.04 \
    routedWlPerCell_um 27.8 \
    cts_setup_buffers 0 \
    path_class "primary input to primary output" \
    dpl.hpwl_mm 77.7 \
    ys_types 79 \
    via_count 23000 \
]
==> power by group through the flow <==
stage / combinational, W / sequential, W / clock (W)
4_1_cts: 0.00755 / 0 / 0
5_1_grt: 0.00837 / 0 / 0
==> worst max-delay path: cells and delay by family <==
family / cells / cell delay [ns]
fa+ha+maj: 9 / 4.04
compound gates: 6 / 1.54
buf+inv: 6 / 2.27
simple gates: 7 / 2.12
xor+xnor: 1 / 0.17
==> cell usage after synthesis (all sizes together) (21+ instances only) <==
master / n / area (um2)
inv: 473 / 1780
nor2: 470 / 1760
fa: 410 / 8210
nand2: 328 / 1230
ha: 219 / 2740
clkbuf: 151 / 567
a21oi: 108 / 541
o21ai: 106 / 531
xnor2: 74 / 648
mux4: 51 / 1150
a211oi: 50 / 375
a31oi: 47 / 294
buf: 45 / 189
mux2i: 40 / 400
nor3: 38 / 190
mux2: 29 / 327
nand3: 29 / 145
a21o: 25 / 188
o211ai: 25 / 188
xor2: 21 / 184
==> placed cells by master (no fill, tap or decap), drive strengths merged, types with 40 or more instances in the layout <==
master	Yosys	routed
a21oi	108	108
mux4	51	51
fa	410	410
mux2i	40	40
a211oi	50	50
ha	219	219
o21ai	106	106
clkdlybuf4s50	0	97
nand2	328	328
xnor2	74	74
inv	473	473
a31oi	47	47
nor2	470	470
buf	45	88
==> logic make-up (layout without fill, tap and decap cells) <==
logic type | Yosys count | after routing
AND-OR/OR-AND | 528 | 528
XOR/XNOR | 95 | 95
adder cells (fa/ha/maj) | 629 | 629
buffers and inverters | 682 | 671
multiplexers | 120 | 120
other | 0 | 1
AND/OR/NAND/NOR | 988 | 988
==> cell type report <==
class	instances	area, um2	share of cell area (%)
Antenna cell	1	2.50	0.00979
Inverter	486	1820	7.14
Tap cell	607	759	2.97
Multi-Input combinational cell	2360	21400	83.5
Timing Repair Buffer	185	1620	6.35
==> metrics by stage <==
stage               instances  hold slack (ns)  total power, W  area, um2  setup WS (ns)
detailed placement       3638             8.80         0.00748      25600           1.51
global placement         3638             8.80         0.00742      25600           1.65
global route             3638             8.92         0.00837      25600          0.964
CTS                      3638             8.80         0.00755      25600           1.47
finish                   3639             8.84         0.00761      25600           1.37
floorplan                3042             7.86         0.00516      23900           2.53
==> layer usage <==
layer | global-route usage [%] | wire [um] | vias up | part of all wire (%)
met5 | 4.55 | 270 | - | 0.27
met2 | 63.6 | 43000 | 1596 | 42
met1 | 60.2 | 37300 | 11200 | 37
met4 | 19.8 | 5910 | 10 | 5.8
met3 | 22.7 | 14800 | 318 | 15
li1 | - | - | 9905 | -
==> path summary, 6_finish.rpt <==
| check | endpoint | cells past startpoint | from |
|---|---|---|---|
| worst max-delay path | ZERO | 29 | OP2[6] |
| worst min-delay path | OUT[3] | 6 | OPRN[0] |
Power is estimated from default activity; no workload was simulated.
